$ cat ./run.sh
#!/bin/bash
# OpenROAD 26Q1-2900-gdf79404cd8, Yosys 0.63+post, stock flow scripts
make -C /OpenROAD-flow-scripts/flow DESIGN_CONFIG=/design/flow/config.mk WORK_HOME=/design/flow/orfs finish
$ cat ./config.mk
export PLATFORM = sky130hd
export DESIGN_NAME = DataMemory
export DESIGN_NICKNAME = DataMemory
export VERILOG_FILES = /design/flow/design.v
export SDC_FILE = /design/flow/constraint.sdc
export NUM_CORES = 4
export LEC_CHECK = 1
export CORE_UTILIZATION = 30
$ cat ./constraint.sdc
current_design DataMemory

set clk_period 1.0
set clk_io_pct 0.2

create_clock -name clk0 -period $clk_period

set non_clock_inputs [all_inputs -no_clocks]
set_input_delay [expr $clk_period * $clk_io_pct] -clock clk0 $non_clock_inputs
set_output_delay [expr $clk_period * $clk_io_pct] -clock clk0 [all_outputs]
$ cat ./design.v
`timescale 1ns / 1ps
module DataMemory(
	input[31:0] result,
    input[31:0] readData2,
    input DataMemRW,
    input ALUM2Reg,
    output[31:0] write_data
    );
	reg[31:0] DataMem [0:63];
    reg[31:0] DataOut;
    integer i;
    initial begin
        for (i = 0; i < 64; i = i + 1)
            DataMem[i] = 0;
    end
    always@(result or DataMemRW) 
	    begin
	        if (DataMemRW == 0)
	            DataOut = DataMem[result];
	        else
	            DataMem[result] = readData2;
	    end
     assign write_data = (ALUM2Reg == 0) ? result : DataOut;
endmodule
==> impl_metrics.yaml <==
# yosys + openroad results
final_timing:
  rsz0062_at_grt: "yes"
  finalSetupViolations: 32
  max_freq_ghz: 0.7394
  layout_min_cycle_time_ps: 1352
  holdWs_ps: 689.5
  worst_pin_slew_ps: 1040
  hold_violations: 0
  slew_viol_final: 0
  max-slew-margin-rel_pct: 29.73
  finalCritPeriodShare_pct: 135.2
  untimed_endpoints: 2080
  worst_slack_ps: -352.4
  unclocked_pins: 2080
cells_and_area:
  drive_gt1_share_pct: 10.86
  final_cell_mix: "2080 x dlxtn_1, 641 x a22oi_1, 191 x buf_4"
  fill_cells: 14580
  post-route-util_pct: 33.12
  area_growth_pct: 9.380
  stdcell_area_sq_um: 49030
  lay_top_count: "dlxtn_1"
place:
  dp_hpwl_um: 116500
  port_buffers: 98
  place.gp.congestion: 0.9793
  dpl_cell_area_sq_um: 48730
global_route:
  overflow: 0
  grt_pass1_wl_um: 275100
  grt_pass1_vias: 33430
  antenna_found_initial: 22
  grt_max_degree: 65
  grt_usage_pct: 27.22
yosys:
  yosysUniqueCellTypes: 54
  syn_inst: 4049
  yosysWarnings: 2
  avgSynthCellArea_sq_um: 11.07
  ys_area_sq_um: 44820
  ys_cells: 4049
  async_reset_ff_share_pct: 0
  edf_count: 0
  ff_type: "dlxtn_1"
  netlist_area_sq_um: 44820
  ys_ff: 2080
drt:
  route.detailed.drc: 0
  vias: 35800
  top_layer_used: "met5"
  routed-wl-met3_um: 34680
  final_antenna_net_count: 0
  drt-initial-drc-count: 3826
  first_pass_iters: 8
  detail_route.wirelength_um: 202200
  routed_via_density: 5.935
  wl_met1_um: 71510
  dr_wl_met2_um: 82590
  wl_per_cell_um: 33.51
pwr:
  switchingPower_uw: 5024
  vdd_drop_max_v: 0.0001687
  p_int_uw: 7571
  p_leak_uw: 0.02278
  swShare_pct: 39.89
  cellPowerDensity_nw_per_um2: 256.9
  finalPower_uw: 12590
floorplan:
  ios: 98
  fp.dieH_um: 388.5
  die-area_sq_um: 151000
  initial_core_util_pct: 30.28
  die_x_um: 388.5
  fp.coreArea_sq_um: 148000
  rows: 141
hold_path:
  worstHoldStart: "result[10]"
  whs_path_depth: 3
  min_to: "write_data[10]"
  hold_class: "primary input to primary output"
setup_path:
  path_class: "primary input to primary output"
  start_kind: "primary input"
  required_ps: 800
  arrival_ps: 1150
  cp_max_fo: 7
  end_kind: "primary output"
run:
  cap_viol_max_count: 0
  warning_count: 35
outcome:
  violations: "setup timing"
  status: "finished with violations"
## layout make-up
cell class / instances / area (sq um) / share of cell area (%)
antenna: 7 / 17.52 / 0.03573
multi-input combinational: 1699 / 12880 / 26.27
sequential: 2080 / 31230 / 63.70
tap: 1930 / 2415 / 4.926
timing repair buffer: 317 / 2486 / 5.071
## state kept, by name, indices dropped and copies added (netlist names)
| register | flops |
|---|---|
| DataMem | 2048 |
| DataOut | 32 |
## power by group through the flow
stage / logic [uW] / registers, uW / clock network (uW)
4_1_cts: 5580 / 6850 / 0
5_1_grt: 5960 / 7260 / 0.000137
## metal layers
metal	up-vias	global-route usage [%]
met5	-	0.2552
met4	22	13.01
met3	712	17.14
met2	2780	37.81
met1	17420	33.11
li1	14870	-
## cell usage after synthesis, drive strengths merged (4+ instances only)
| cell type | n | area, sq um |
|---|---|---|
| nand2 | 74 | 277.8 |
| o32a | 21 | 210.2 |
| dlxtn | 2080 | 31200 |
| and2 | 55 | 344.1 |
| a22oi | 641 | 4812 |
| buf | 124 | 624.3 |
| or4b | 5 | 50.05 |
| a2bb2oi | 26 | 227.7 |
| and4b | 5 | 53.80 |
| nor4bb | 4 | 40.04 |
| nand4 | 150 | 938.4 |
| mux2 | 35 | 394.1 |
| and3 | 111 | 694.4 |
| nand3 | 60 | 300.3 |
| o21ai | 8 | 40.04 |
| a221oi | 81 | 709.4 |
| and4 | 18 | 157.7 |
| or4 | 21 | 157.7 |
| a211oi | 7 | 52.55 |
| nor2b | 5 | 33.78 |
| mux2i | 59 | 590.6 |
| nor4 | 23 | 150.1 |
| a2111oi | 34 | 316.6 |
| nor3 | 12 | 60.06 |
| clkbuf | 146 | 550.5 |
| o2bb2ai | 25 | 219.0 |
| a21oi | 26 | 130.1 |
| a31oi | 10 | 62.56 |
| a22o | 116 | 1016 |
| nor2 | 40 | 150.1 |
## per-stage QoR
step                setup TNS (ps)  worst slack, ps  instances
floorplan                   -695.1           -306.2       4049
detailed placement          -20270           -863.8       6004
global route                 -8670           -370.4       6027
global placement            -20550           -859.0       6004
CTS                         -11190           -464.3       6025
finish                       -8173           -352.4       6033
## timing repair
action                                  4_1_cts  5_1_grt
setup buffers                                20        4
gates resized                               148       14
cloned                                        1        0
endpoints found under the setup margin       32       32
hold buffers                                  0        0
## worst max-delay path, stage by stage
cell and delay (ps):
buf_16 150, buf_12 150, buf_12 130, buf_6 110, mux2_4 280, buf_2 110
## worst max-delay path by stage
stage | from | endpoint | slack (ps) | cells past startpoint
4_1_cts | ALUM2Reg | write_data[4] | -460 | 7
5_1_grt | ALUM2Reg | write_data[4] | -370 | 6
6_report | ALUM2Reg | write_data[30] | -350 | 6
## logic make-up after synthesis
kind of cell | synth area share (%)
mux | 2.197
simple gates | 7.908
compound gates | 17.60
buf+inv | 2.621
latches | 69.61
Power is estimated from default activity; no workload was simulated.
