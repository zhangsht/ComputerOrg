--- flow/run.sh ---
#!/bin/bash
# OpenROAD 26Q1-2900-gdf79404cd8, Yosys 0.63+post, stock flow scripts
make -C /OpenROAD-flow-scripts/flow DESIGN_CONFIG=/design/flow/config.mk WORK_HOME=/design/flow/orfs finish
--- flow/config.mk ---
export PLATFORM = sky130hd
export DESIGN_NAME = RegisterSet
export DESIGN_NICKNAME = RegisterSet
export VERILOG_FILES = /design/flow/design.v
export SDC_FILE = /design/flow/constraint.sdc
export NUM_CORES = 4
export LEC_CHECK = 1
export CORE_UTILIZATION = 50
--- flow/constraint.sdc ---
current_design RegisterSet

set clk_period 6.8
set clk_io_pct 0.2

create_clock -name clk0 -period $clk_period [get_ports {clk}]

set non_clock_inputs [all_inputs -no_clocks]
set_input_delay [expr $clk_period * $clk_io_pct] -clock clk0 $non_clock_inputs
set_output_delay [expr $clk_period * $clk_io_pct] -clock clk0 [all_outputs]
--- flow/design.v ---
`timescale 1ns / 1ps
module RegisterSet(
	input[4:0]   rs,rt,rd,
    input[31:0] write_data,
    input       RegWre,RegOut,clk,  
    output[31:0] readData1,readData2
	);
	wire[4:0] addr;
    assign addr = (RegOut == 0) ? rt : rd;
    reg[31:0]  register [1:31];
    integer i;
    initial
	    begin
	      for (i = 0; i < 32; i = i + 1)
	        register[i] = 0;
	    end
    assign readData1 = (rs == 0)? 0 : register[rs]; 
    assign readData2 = (rt == 0)? 0 : register[rt]; 
    always @(posedge clk) 
	    begin
            if ((addr != 0) && (RegWre == 1))
            	register[addr] <= write_data;
	    end
endmodule
==> run notes <==
The flow ran to the end, and the final reports show no timing, DRC or antenna violations. At the pin with the least slew margin, the transition time is 1.42 ns. The footprint of the flip-flops and latches was 29,800 um^2; the x dimension of the die was 308 um.

The tools report the I/O pin total as 114. With the area fraction in mux cells at 0.233, the post-synthesis share of cell area spent on and-or and or-and gates is 0.0797. The run gives 0.636 for the fraction of synthesized cell area taken by the top area cell type. The logs give 2,778 for the number of cells in the yosys synthesis report and 46,800 um^2 for the summed instance area of the synthesized netlist. Hold-check failures listed in the final report amount to 0.

For the maximum frequency from static timing analysis, the log shows 0.163 GHz. TritonCTS built the clock tree. The registers reported with the highest flop counts are register: 992 flops. Summing over every cut layer, the via total after detailed routing is 28,704.

RePlAce ended its routability-driven mode at a weighted congestion of 0.918. For the internal power, the log shows 10.7 mW. With the post-synthesis share of cell area spent on xor and xnor gates at 0, the number of pins exceeding their max-slew limit in the final report is 0. On the final layout, the worst hold slack is 1.47 ns. STA classifies the critical path startpoint as an input port. Entering global routing, the biggest net connects 80 pins. The clock transition at the registers of the reported paths was 0.06 ns; the max capacitance violation total was 0. The wire length the detailed router placed on met1 came out at 49,300 um. By area the synthesized netlist is led by sky130_fd_sc_hd__edfxtp_1 64%, sky130_fd_sc_hd__mux4_2 10%, sky130_fd_sc_hd__mux2i_1 9.2%, sky130_fd_sc_hd__mux2_2 3.4%, sky130_fd_sc_hd__a22o_1 1.6%. Detailed-route iteration 0 reported a violation count of 1,942.

The area of the multi-input gates came out at 16,000 um^2. The detailed-routing iteration count for the pre-antenna-repair pass came out at 5. The run gives 0.902 for the post-route clock period utilization.

Top register by number of flip-flops: register. STA lists the maximum fanout along the critical path as 40. The run gives 35.6 um for the detail-routed net length per standard cell. The fraction of the mapped netlist area in adder cells was 0. The yosys warning tally is 1, and the number of register bits inferred by synthesis is 992. For the clock share of power, the log shows 0.409. For this design the ratio of total power to cell area is 262 nW/um^2. The routed design could run at a clock period as short as 6.13 ns. The first-pass GRT wire length is 217,000 um, and the number of H-tree levels is 3. After floorplanning, the core was sized to cover 92,200 um^2. The number of global-route vias before repair came out at 31,182. Yosys mapped the design onto 45 distinct sky130hd cell types. After floorplanning, the core was divided into 111 placement rows. The detail route stage leaves a number of antenna-violating nets equal to 0. The synthesized design spends more area on one cell type than any other, namely sky130_fd_sc_hd__edfxtp_1. The flip-flop count of the largest register, all copies and words added is 992.

The synthesized netlist handed to floorplanning was reported with a cell count of 2,778. STA classifies the critical path endpoint as a primary output. Async set-or-reset flop fraction in the synthesized netlist: 0. The critical path is of the input port to primary output type.

Looking at the clock tree report, the maximum root-to-sink buffer count equals 3. The final standard cell utilization of the core came out at 0.577. The tree is rooted in a sky130_fd_sc_hd__clkbuf_16. The area growth from synthesis to layout is 13.7%. The vertical extent of the die came out at 308 um.

The via density per instance was 6.75. The initial antenna violation count is 5, and the switching power of the nets is 3.22 mW. With the final setup violation count at 0, the number of filler cells placed in the layout is 6,774.

The number of warnings reported in the stage logs is 25. The mean cell area of the mapped netlist is 16.9 um^2, and the total setup buffers inserted after CTS is 0. The routed design uses 67,100 um of met2 wire. The detailed-route DRC error count is 0, and the combinational share of power is 0.099.

The die covers 94,900 um^2. With the endpoint arrival time on the critical path at 4.77 ns, the setup TNS is 0 ns. Number of cells upsized or downsized after cts: 0. Share of the yosys chip area belonging to registers: 0.636. In the post-route report, total wirelength is listed as 151,000 um.

The share of cells above drive strength 1 came out at 0.236. Setup repair after global routing left no endpoint under its margin. The share of the core filled by cells before placement is 0.508. For the count of placed standard cells including taps, the log shows 4,057.

In the synthesized netlist the dominant register cell turns out to be sky130_fd_sc_hd__edfxtp_1. The maximum ir drop on the vdd rail is 0.191 mV, and the number of sinks handled by clock tree synthesis is 992. For the max-slew headroom at the worst pin, the log shows 0.0550. By count the netlist is led by 992 x sky130_fd_sc_hd__edfxtp_1, 429 x sky130_fd_sc_hd__mux2i_1, 211 x sky130_fd_sc_hd__mux4_2. The synthesis stats list as the most numerous cell sky130_fd_sc_hd__edfxtp_1.

Detailed routing placed a total of 27,400 um of wire on met3. The leftover overflow at the end of global routing was 0; the placed wire-length estimate after detailed placement was 93,100 um. The detailed router used layers up to and including met5. The global-route total usage across every layer is 0.363, and the data required time of the worst path is 5.44 ns. The leakage power figure is 17.8 nW, and the post-synthesis share of cell area spent on and, or, nand and nor gates is 0.0226. The final cell count without fillers was 4,252.

The number of buffers inserted during clock tree synthesis is 104, and the port buffer count is 113. Grouping non-sequential cells by family puts the most area in multiplexers. Checking hold timing, the worst path is listed with class input port to flop. The share of total power consumed by net switching is 0.231, and the number of enable-type register cells in the synthesized netlist is 992. The sequential group share of total power is 0.492. In this run, post-CTS hold repair placed 0 buffers. The run gives 46,800 um^2 as the chip area in the Yosys report.
layer usage:
layer,up-vias,GRT usage
li1,11904,-
met1,14233,0.456
met2,2173,0.493
met3,372,0.283
met4,22,0.122
met5,-,0.0470
worst max-delay path: stages:
cell                              delay, ns
sky130_fd_sc_hd__buf_4                 0.56
sky130_fd_sc_hd__nor2b_4               0.82
sky130_fd_sc_hd__buf_4                 0.41
sky130_fd_sc_hd__buf_4                 0.33
sky130_fd_sc_hd__a22o_1                0.17
sky130_fd_sc_hd__nor3_1                0.07
sky130_fd_sc_hd__a31oi_1               0.21
sky130_fd_sc_hd__o221ai_1              0.20
sky130_fd_sc_hd__clkdlybuf4s50_1       0.53
final cells by class:
class	count	area share
flip-flops and latches	992	0.559
multi-input cells	1555	0.301
clock buffers	127	0.0513
repair buffers	266	0.0465
well taps	1243	0.0292
clock inverters	65	0.0125
diodes	3	0.000141
inverters	1	0.0000705
path summary, 6_finish.rpt:
| path | start | to | slack [ns] | cells past startpoint |
|---|---|---|---|---|
| setup / recovery | rt[1] | readData2[26] | 0.67 | 9 |
| hold / removal | write_data[16] | register[18][16]$_DFFE_PP_ | 1.47 | 2 |
cell usage in the layout, fill, tap and decap left out, types with 11 or more instances in the layout:
master	Yosys	routed
sky130_fd_sc_hd__clkinv_1	0	31
sky130_fd_sc_hd__clkinv_2	0	15
sky130_fd_sc_hd__bufinv_16	0	13
sky130_fd_sc_hd__a22o_1	84	84
sky130_fd_sc_hd__o21ai_1	33	33
sky130_fd_sc_hd__clkdlybuf4s50_1	0	105
sky130_fd_sc_hd__nor2b_1	19	14
sky130_fd_sc_hd__mux2i_1	429	429
sky130_fd_sc_hd__o22ai_1	77	77
sky130_fd_sc_hd__mux4_2	211	211
sky130_fd_sc_hd__mux2_1	11	11
sky130_fd_sc_hd__a211oi_1	20	20
sky130_fd_sc_hd__a221o_1	12	12
sky130_fd_sc_hd__nor3_1	54	53
sky130_fd_sc_hd__buf_4	39	140
sky130_fd_sc_hd__nand2_1	56	54
sky130_fd_sc_hd__mux2_2	142	142
sky130_fd_sc_hd__edfxtp_1	992	992
sky130_fd_sc_hd__nor2_1	88	56
sky130_fd_sc_hd__a21oi_1	72	72
sky130_fd_sc_hd__o211ai_1	32	32
sky130_fd_sc_hd__buf_12	8	15
sky130_fd_sc_hd__clkbuf_1	99	21
sky130_fd_sc_hd__o221ai_1	20	20
sky130_fd_sc_hd__nor2_4	0	33
sky130_fd_sc_hd__a221oi_1	76	76
sky130_fd_sc_hd__clkbuf_16	0	106
sky130_fd_sc_hd__a22oi_1	44	44
sky130_fd_sc_hd__o21ai_0	15	15
sky130_fd_sc_hd__a31oi_1	32	32
through the flow:
stage	setup slack, ns	instance area (um^2)	total power, mW
final	0.670	53300	13.9
after global routing	0.598	53200	14.3
after CTS	0.781	53200	14.0
after detailed placement	0.785	49900	8.33
after global placement	0.783	49900	8.32
after floorplan	2.50	46800	7.71
logic make-up after synthesis:
logic type             count (synthesis)
AND-OR/OR-AND                        520
buffers and inverters                231
AND/OR/NAND/NOR                      236
flip-flops                           992
multiplexers                         799
power by group through the flow:
| stage | sequential (mW) | clock, mW | combinational [mW] |
|---|---|---|---|
| final | 6.85 | 5.70 | 1.37 |
| after global routing | 6.86 | 5.99 | 1.45 |
| after CTS | 6.85 | 5.76 | 1.36 |
Power and IR drop assume default switching activity.
